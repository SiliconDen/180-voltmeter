[flow/run.sh]
#!/bin/bash
# OpenROAD 26Q1-2900-gdf79404cd8, Yosys 0.63+post, stock flow scripts
make -C /OpenROAD-flow-scripts/flow DESIGN_CONFIG=/design/flow/config.mk WORK_HOME=/design/flow/orfs finish
[flow/config.mk]
export PLATFORM = sky130hd
export DESIGN_NAME = counter
export DESIGN_NICKNAME = counter
export VERILOG_FILES = /design/flow/design.v
export SDC_FILE = /design/flow/constraint.sdc
export NUM_CORES = 4
export LEC_CHECK = 1
export CORE_AREA = 10 10 87 87
export DIE_AREA = 0 0 97 97
[flow/constraint.sdc]
current_design counter

set clk_period 3.9
set clk_io_pct 0.2

create_clock -name clk0 -period $clk_period [get_ports {clk_i}]

set non_clock_inputs [all_inputs -no_clocks]
set_input_delay [expr $clk_period * $clk_io_pct] -clock clk0 $non_clock_inputs
set_output_delay [expr $clk_period * $clk_io_pct] -clock clk0 [all_outputs]
[flow/design.v]
module counter (
    input  wire clk_i,
    input  wire rst_n_i,
    input  wire en_i,
    input  wire clear_i,
    input  wire [15:0] limit_i,
    output reg busy_o,
    output reg done_o,
    output reg [15:0] count_o
);
    always @(posedge clk_i or negedge rst_n_i) begin
        if (!rst_n_i) begin
            busy_o  <= 1'b0;
            done_o  <= 1'b0;
            count_o <= 16'd0;
        end else begin
            if(clear_i) begin
                busy_o <= 1'b0;
                done_o <= 1'b0;
                count_o <= 16'd0;
            end else begin
                if(en_i) begin
                    if(busy_o) begin
                        if(count_o == limit_i) begin
                            busy_o <= 1'b0;
                            done_o <= 1'b1;
                        end else begin
                            count_o <= count_o + 1'b1;
                        end
                    end
                end else begin
                    busy_o <= 1'b1;
                    done_o <= 1'b0;
                    count_o <= 16'd0;
                end
            end
        end
    end
endmodule
==> notes.md <==
### Status
• finished clean — outcome

### Floorplan
• 27 — row count
• 97 um — overall die height
• 0.00941 mm2 — area enclosed by the die boundary
• 0.00564 mm2 — standard cell core area
• 20.3% — effective utilization at floorplan
• 97 um — die width
• 38 — boundary pin count

### Job
• 25 — warning total across the stage logs
• 0 — MaxCap Viol Count

### Power
• 240 mW/mm2 — PwrDens
• 0.000563 uW — static power due to leakage
• 0.178 mV — worst vdd ir

### Clocking
• 0.07 ns — Clock transition at path regs
• 0 — # hold bufs at CTS
• 1 — number of H-tree levels
• 18 — count of clock tree sinks
• 0.26 ns — worst skew pair latency
• done — CTS tree
• clkbuf_8 — cell at the root of the clock tree
• 3 — CTS buffer count
• 0 — number of buffers added for setup after CTS
• 0 — post-CTS sizing
• 2 — maximum count of clock buffers along a single path

### Final layout
• 232 — Cell Count, Final, Fillers Out
• 42.0% — synth-to-layout area growth
• 7.50% — fraction of layout cells with a size suffix above 1

### Synthesis
• 0.00115 mm2 — post-synth design cell area
• 18 — #FFs+latches synth
• 9.25 um2 — Avg Inst Size Synth
• 124 — number of standard cells after synthesis
• 1 — number of warnings reported in the yosys synthesis log
• 35 — number of distinct library cell variants in the gate-level netlist after synthesis
• 39.3% — proportion of synthesized chip area in sequential cells
• 0.00115 mm2 — area figure in the yosys stat output
• 124 — cells in synth_stat.txt

### Drt
• 0 — post-route ant nets
• 3380 um — final WL
• 4 — number of detailed-routing iterations run before antenna repair
• 4.53 — detail-routed via count per cell
• 1051 — vias
• 81 — Iter 0 DRT Violations
• 0 — number of antenna repair diodes
• 14.6 um — routed wire length per instance
• 0 — total DRC errors in the routed layout

### Setup path
• flip-flop — Critical Path End Type
• 21 — crit path max fanout
• input pin — element type at the critical path start
• 4.02 ns — CP required
• 2.80 ns — Critical Path AT
• in2reg — CP Class

### Global routing
• 0 — grt ovf
• 5660 um — first-pass GRT wire length
• 1062 — number of global-route vias before repair
• 22 — maximum number of pins on one net before global-route repair
• 0 — initial antenna violation count
• 7.06% — Overall Global Routing Usage

### Placement
• 2610 um — post-detailed-placement half-perimeter wirelength
• 37 — buffers added on ports
• 228 — Placed Cells
• 0.840 — routability cong.

### Final timing
• 0.373 GHz — maximum frequency from static timing analysis
• false — unrepaired setup endpoints after global routing
• 51.6% — relative max-transition margin
• 0 ns — Sum Neg Setup Slack
• 0.720 ns — actual transition at the worst max-transition pin
• 2.68 ns — fin crit period
• 68.7% — period utilisation layout
• 0 — Hold Violations, Final
• 0.00670 ns — Max Clock Skew
• 0 — Final Max Tran Viols
• 0 — final setup fails

### Min path
• reg2reg — class of the tightest hold or removal check

routing by layer:
layer / routed length [um] / part of all wire (%) / GRT usage, % / vias to the layer above
li1: - / - / - / 532
met1: 1690 / 50 / 10.0 / 487
met2: 1420 / 42 / 10.4 / 30
met3: 260 / 7.7 / 2.65 / 2
met4: 16 / 0.47 / 0.338 / 0
met5: 0 / 0 / 0 / -
worst paths after layout:
check,from,to,slack (ns),cells past startpoint
worst min register to register,done_o,done_o,0.52,2
max in group asynchronous,rst_n_i,count_o[8],2.85,2
worst max register to register,count_o[0],count_o[14],1.67,6
worst min-delay path,done_o,done_o,0.52,2
min in group asynchronous,rst_n_i,count_o[1],0.85,2
worst max-delay path,limit_i[0],count_o[14],1.22,7
cells in the mapped netlist:
library cell	count	area, um2
o41ai_1	1	8.76
nand2_1	10	37.5
nand2b_1	3	18.8
xnor2_1	16	140
or2_2	1	6.26
clkbuf_4	1	7.51
clkbuf_2	1	5.00
nor2b_1	1	6.26
or2_0	1	6.26
o311ai_0	1	8.76
or3_2	1	7.51
and3_2	1	7.51
nor2_1	2	7.51
dlygate4sd1_1	1	8.76
o21ai_0	9	45.0
and4_1	1	8.76
or3_1	8	50.1
or4_1	5	37.5
and2_1	1	6.26
o211ai_1	2	15.0
buf_2	1	5.00
nand3_1	4	20.0
nand3_2	2	20.0
clkbuf_1	1	3.75
or2b_1	1	7.51
buf_4	1	7.51
dfrtp_1	18	450
nor4_2	1	12.5
o31ai_1	2	15.0
ha_1	1	12.5
mux2i_1	2	20.0
and3_1	1	6.26
buf_6	1	11.3
nand4_1	9	56.3
a21oi_1	12	60.1
layout by cell type, fill, tap and decap left out:
cell,synthesis,layout
nand2_1,10,10
or3_1,8,8
and3_1,1,1
nor4_2,1,1
a21oi_1,12,12
o211ai_1,2,2
nor2_1,2,2
buf_4,1,2
and3_2,1,1
or2b_1,1,1
nand3_1,4,4
clkdlybuf4s50_1,0,37
nand2b_1,3,3
o41ai_1,1,1
or4_1,5,5
nand3_2,2,2
or2_0,1,1
or3_2,1,1
ha_1,1,1
o311ai_0,1,1
nor2b_1,1,1
xnor2_1,16,16
o21ai_0,9,9
and4_1,1,1
nand4_1,9,9
o31ai_1,2,2
dfrtp_1,18,18
or2_2,1,1
mux2i_1,2,2
and2_1,1,1
clkbuf_8,0,4
state kept, by name (all words and copies together), names as in the netlist:
signal / count
done_o: 1
busy_o: 1
count_o: 16
final cells by class:
class / instances / area [um2]
Tap cell: 72 / 90.1
Fill cell: 579 / 4010
Multi-Input combinational cell: 99 / 648
Clock buffer: 4 / 55.1
Timing Repair Buffer: 39 / 385
Sequential cell: 18 / 450
kinds of logic after synthesis:
family / count (synthesis) / share of synthesized area (%)
simple gates: 53 / 28.1
compound gates: 27 / 13.3
flops: 18 / 39.3
xor+xnor: 16 / 12.2
buf+inv: 7 / 4.25
mux: 2 / 1.74
fa+ha+maj: 1 / 1.09
worst max-delay path, cell delays in order:
cell and delay [ns]:
clkdlybuf4s50_1 0.41, xnor2_1 0.23, nand4_1 0.14, nor4_2 0.68, buf_4 0.34, or4_1 0.15, a21oi_1 0.06
stage by stage:
| stage | util, % | hold WS [ns] | worst slack, ns | cell area (um2) | total power (uW) |
|---|---|---|---|---|---|
| 2_1_floorplan | - | 0.438 | 1.93 | 1150 | 208 |
| 3_3_place_gp | 27.9 | 0.486 | 0.994 | 1570 | 241 |
| 3_5_place_dp | 27.9 | 0.491 | 0.968 | 1570 | 241 |
| 4_1_cts | 28.9 | 0.530 | 1.23 | 1630 | 397 |
| 5_1_grt | 28.9 | 0.557 | 1.03 | 1630 | 404 |
| 6_report | 28.9 | 0.516 | 1.22 | 1630 | 391 |
where the power goes:
part,leakage [uW],internal (uW),total (uW),switching [uW]
logic,0.000284,27.7,46.3,18.5
registers,0.000250,188,190,2.37
clock network,0.0000288,89.7,155,64.9
Power is estimated from default activity; no workload was simulated.
